==> design.v <==
module ELM_Mitchw6(
    input [15:0] x,
    input [15:0] y,
    output [31:0] p
    );
    wire [1:0] sign_factor;
    wire [16:0] PP_2;
    wire [14:0] PP_1;
    wire [27:0] PP_0;
    PP_2_gen High(
        .x1(x[15:13]),
        .y(y),
        .sign_factor(sign_factor[1]),
        .PP(PP_2)
        );
    PP_1_gen Middle(
        .x(x[13:0]),
        .y1(y[15:13]),
        .sign_factor(sign_factor[0]),
        .PP(PP_1)
        );
    PP_0_gen Low(
        .x0(x[13:0]),
        .y0(y[13:0]),
        .PP(PP_0)
        );
    PP_add Final(
        .sign_factor(sign_factor),
        .PP_2(PP_2),
        .PP_1(PP_1),
        .PP_0(PP_0),
        .p(p)
        );
endmodule
module PP_2_gen(
    input [2:0] x1,
    input [15:0] y,
    output sign_factor,
    output [16:0] PP
    );
    wire one, two, sign;
    code encode_block(
        .one(one),
        .two(two),
        .sign(sign),
        .y2(x1[2]),
        .y1(x1[1]),
        .y0(x1[0])
        );
    wire [16:0] tmp1_pp; 
    assign tmp1_pp = {y[15],y};  
    wire [17:0] out1;
    assign out1[0] = sign;
    genvar i;
    generate
        for ( i = 0; i < 17; i = i+1 )
            begin : pp_rad4_first 
            product pp_pr(tmp1_pp[i],out1[i],one,two,sign,PP[i],out1[i+1]);
            end
    endgenerate
    sgn_gen sign_gen(one,two,sign,sign_factor);
endmodule
module PP_1_gen(
    input [13:0] x,
    input [2:0] y1,
    output sign_factor,
    output [14:0] PP
    );
    wire one, two, sign;
    code encode_block(
        .one(one),
        .two(two),
        .sign(sign),
        .y2(y1[2]),
        .y1(y1[1]),
        .y0(y1[0])
        );
    wire [14:0] tmp1_pp; 
    assign tmp1_pp = {x[13],x};  
    wire [15:0] out1;
    assign out1[0] = sign;
    genvar i;
    generate
        for ( i = 0; i < 15; i = i+1 )
            begin : pp_rad4_first 
            product pp_pr(tmp1_pp[i],out1[i],one,two,sign,PP[i],out1[i+1]);
            end
    endgenerate
    sgn_gen sign_gen(one,two,sign,sign_factor);
endmodule   
module code(one,two,sign,y2,y1,y0);  
	input y2,y1,y0;                     
	output one,two,sign;                
	wire [1:0]k;                        
	xor x1(one,y0,y1);                  
	xor x2(k[1],y2,y1);                 
	not n1(k[0],one);                   
	and a1(two,k[0],k[1]);              
	assign sign=y2;                     
endmodule       
module product(x1,x0,one,two,sign,p,i);
	input x1,x0,sign,one,two;
	output p,i;
	wire [1:0] k;
	xor xo1(i,x1,sign);
	and a1(k[1],i,one);
	and a0(k[0],x0,two);
	or o1(p,k[1],k[0]);
endmodule
module sgn_gen(one,two,sign,sign_factor);
    input sign,one,two;
    output sign_factor;
    wire k;
    or o1(k,one,two);
    and a1(sign_factor,sign,k);
endmodule
module PP_0_gen(
    input signed [13:0] x0,
    input signed [13:0] y0,
    output signed [27:0] PP
    );
    wire [13:0] x0_abs;
    assign x0_abs = x0 ^ {14{x0[13]}};
    wire [13:0] k_x0;
    wire zero_x0;
    wire [13:0] x0_abs2;
	assign x0_abs2 = x0_abs;
    LOD14 lod_x0(
        .data_i(x0_abs),
        .zero_o(zero_x0),
        .data_o(k_x0));
    wire [3:0] k_x0_enc;
    PriorityEncoder_14v2 PE_x0(
        .data_i(k_x0),
        .code_o(k_x0_enc));
    wire [4:0] x_shift;
    LBarrel Lshift_x0(
        .data_i(x0_abs2),
        .shift_i(k_x0),
        .data_o(x_shift));
    wire [13:0] y0_abs;
    assign y0_abs = y0 ^ {14{y0[13]}};
    wire [13:0] k_y0;
    wire zero_y0;
    LOD14 lod_y0(
        .data_i(y0_abs),
        .zero_o(zero_y0),
        .data_o(k_y0));
	wire [13:0] y0_abs2;
	assign y0_abs2 = y0_abs;  
    wire [3:0] k_y0_enc;
    PriorityEncoder_14v2 PE_y0(
        .data_i(k_y0),
        .code_o(k_y0_enc));
    wire [4:0] y_shift;
    LBarrel Lshift_y0(
        .data_i(y0_abs2),
        .shift_i(k_y0),
        .data_o(y_shift));
    wire [9:0] x_log;
    wire [9:0] y_log;
    wire [9:0] p_log;
    assign x_log = {1'b0,k_x0_enc,x_shift};
    assign y_log = {1'b0,k_y0_enc,y_shift};
    assign p_log = x_log + y_log;
    wire [21:0] p_l1b;
    wire [5:0] l1_input;
    assign l1_input = {1'b1,p_log[4:0]};
    L1Barrel L1shift_plog(
        .data_i(l1_input),
        .shift_i(p_log[8:5]),
        .data_o(p_l1b));
    wire [10:0] p_low;
    wire not_k_l5 = ~p_log[9];
    assign p_low = p_l1b[15:5] & {11{not_k_l5}};
    wire [5:0] p_med;
    assign p_med = p_log[9] ? p_l1b[5:0] : p_l1b[21:16];
    wire [10:0] p_high;
    assign p_high = p_l1b[16:6] & {11{p_log[9]}};
    wire [27:0] PP_abs;
    assign PP_abs = {p_high,p_med,p_low};
    wire p_sign;
    wire [27:0] PP_temp;
    assign p_sign = x0[13] ^ y0[13];
    assign PP_temp = PP_abs ^ {28{p_sign}};
    wire notZeroA, notZeroB, notZeroD;
    assign notZeroA = ~zero_x0 | x0[13] | x0[0];
    assign notZeroB = ~zero_y0 | y0[13] | y0[0];
    assign notZeroD = notZeroA & notZeroB;
    assign PP = notZeroD? PP_temp : 28'b0;
endmodule
module LOD14(
    input [13:0] data_i,
    output zero_o,
    output [13:0] data_o
    );
	 wire [13:0] z;
	 wire [3:0] zdet;
	 wire [3:0] select;
	 assign zdet[3] = |(data_i[13:12]);
	 assign zdet[2] = |(data_i[11:8]);
	 assign zdet[1] = |(data_i[7:4]);
	 assign zdet[0] = |(data_i[3:0]);
	 assign zero_o = ~( zdet[0]  | zdet[1] );
	 LOD4 lod4_1 (
		.data_i(data_i[3:0]), 
		.data_o(z[3:0])
	 );
	  LOD4 lod4_2 (
            .data_i(data_i[7:4]), 
            .data_o(z[7:4])
         );
      LOD4 lod4_3 (
           .data_i(data_i[11:8]), 
           .data_o(z[11:8])
        );
	 LOD2 lod2_4 (
                .data_i(data_i[13:12]), 
                .data_o(z[13:12])
             );
	 	LOD4 lod4_5 (
                .data_i(zdet), 
                .data_o(select)
             );
	Muxes2in1Array2 Inst_MUX214_3 (
         .data_i(z[13:12]), 
         .select_i(select[3]), 
         .data_o(data_o[13:12])
     );
	Muxes2in1Array4 Inst_MUX214_2 (
        .data_i(z[11:8]), 
        .select_i(select[2]), 
        .data_o(data_o[11:8])
    );
	 Muxes2in1Array4 Inst_MUX214_1 (
        .data_i(z[7:4]), 
        .select_i(select[1]), 
        .data_o(data_o[7:4])
    );
	 Muxes2in1Array4 Inst_MUX214_0 (
		.data_i(z[3:0]), 
		.select_i(select[0]), 
		.data_o(data_o[3:0])
    );
endmodule
module LOD4(
    input [3:0] data_i,
    output [3:0] data_o
    );
	 wire mux0;
	 wire mux1;
	 wire mux2;
	 assign mux2 = (data_i[3]==1) ? 1'b0 : 1'b1;
	 assign mux1 = (data_i[2]==1) ? 1'b0 : mux2;
	 assign mux0 = (data_i[1]==1) ? 1'b0 : mux1;
	 assign data_o[3] = data_i[3];
	 assign data_o[2] =(mux2 & data_i[2]);
	 assign data_o[1] =(mux1 & data_i[1]);
	 assign data_o[0] =(mux0 & data_i[0]);
endmodule
module LOD2(
    input [1:0] data_i,
    output [1:0] data_o
    );
	 assign data_o[1] = data_i[1];
	 assign data_o[0] =(~data_i[1] & data_i[0]);
endmodule
module Muxes2in1Array4(
    input [3:0] data_i,
    input select_i,
    output [3:0] data_o
    );
	assign data_o[3] = select_i ? data_i[3] : 1'b0;
	assign data_o[2] = select_i ? data_i[2] : 1'b0;
	assign data_o[1] = select_i ? data_i[1] : 1'b0;
	assign data_o[0] = select_i ? data_i[0] : 1'b0;
endmodule
module Muxes2in1Array2(
    input [1:0] data_i,
    input select_i,
    output [1:0] data_o
    );
	assign data_o[1] = select_i ? data_i[1] : 1'b0;
	assign data_o[0] = select_i ? data_i[0] : 1'b0;
endmodule
module PriorityEncoder_14v2(
    input [13:0] data_i,
    output [3:0] code_o
    );
	wire tmp10, tmp20,tmp30,tmp40;
	assign tmp10 = ~(~(data_i[1] | data_i[3]) & ~data_i[5]);
	assign tmp20 = ~(~(data_i[7] | data_i[9]) & ~data_i[11]);
	assign code_o[0] = tmp10 | tmp20;
	assign tmp30 = ~(~(data_i[2] | data_i[3]) & ~data_i[6]);
	assign tmp40 = ~(~(data_i[7] | data_i[10]) & ~data_i[11]);
	assign code_o[1] = tmp30 | tmp40;
	wire [1:0] tmp50, tmp60;
	wire tmp70, tmp80;
	assign tmp50 = ~ (data_i[5:4] | data_i[7:6]);
	assign tmp70 = ~&(tmp50);
	assign code_o[2] = tmp70 | data_i[12];
	assign tmp60 = ~ (data_i[9:8] | data_i[11:10]);
	assign tmp80 = ~&(tmp60);
	assign code_o[3] = tmp80 | data_i[12];
endmodule
module LBarrel(
    input [13:0] data_i,
    input [13:0] shift_i,
    output [4:0] data_o);
	wire [11:0] tmp1_l;  
	wire [5:0] tmp2_l;	 
	wire [2:0] tmp3_l;	 
	assign tmp1_l = ~(data_i[11:0] & shift_i[12:1]);
	assign tmp2_l = ~(tmp1_l[11:6] & tmp1_l[5:0]);	
    assign tmp3_l = ~(tmp2_l[5:3] | tmp2_l[2:0]);
	assign data_o[4] = 	~&tmp3_l;
	wire [11:0] tmp1_r;
	wire [5:0] tmp2_r;
	wire [2:0] tmp3_r;
	assign tmp1_r[11] = 1'b1;
	assign tmp1_r[10:0] = ~(data_i[10:0] & shift_i[12:2]);
	assign tmp2_r = ~(tmp1_r[11:6] & tmp1_r[5:0]);	
    assign tmp3_r = ~(tmp2_r[5:3] | tmp2_r[2:0]);
	assign data_o[3] = 	~&tmp3_r;
	wire [11:0] tmp1_u;
	wire [5:0] tmp2_u;
	wire [2:0] tmp3_u;
	assign tmp1_u[11] = 1'b1;
	assign tmp1_u[10] = 1'b1;
	assign tmp1_u[9:0] = ~(data_i[9:0] & shift_i[12:3]);
	assign tmp2_u = ~(tmp1_u[11:6] & tmp1_u[5:0]);	
    assign tmp3_u = ~(tmp2_u[5:3] | tmp2_u[2:0]);
	assign data_o[2] = 	~&tmp3_u;
	wire [11:0] tmp1_d;
	wire [5:0] tmp2_d;
	wire [2:0] tmp3_d;
    assign tmp1_d[11] = 1'b1;
	assign tmp1_d[10] = 1'b1;
	assign tmp1_d[9] = 1'b1;
	assign tmp1_d[8:0] = ~(data_i[8:0] & shift_i[12:4]);
	assign tmp2_d = ~(tmp1_d[11:6] & tmp1_d[5:0]);	
    assign tmp3_d = ~(tmp2_d[5:3] | tmp2_d[2:0]);
	assign data_o[1] = 	~&tmp3_d;
	wire [11:0] tmp1_m;
	wire [5:0] tmp2_m;
	wire [2:0] tmp3_m;
    assign tmp1_m[11] = 1'b1;
	assign tmp1_m[10] = 1'b1;
	assign tmp1_m[9] = 1'b1;
	assign tmp1_m[8] = 1'b1;
	assign tmp1_m[7:0] = ~(data_i[7:0] & shift_i[12:5]);
	assign tmp2_m = ~(tmp1_m[11:6] & tmp1_m[5:0]);	
    assign tmp3_m = ~(tmp2_m[5:3] | tmp2_m[2:0]);
	assign data_o[0] = 	~&tmp3_m;
endmodule
module L1Barrel(
    input [5:0] data_i,
    input [3:0] shift_i,
    output reg [21:0] data_o);
    always @*
        case (shift_i)
           4'b0000: data_o = data_i;
           4'b0001: data_o = data_i << 1;
           4'b0010: data_o = data_i << 2;
           4'b0011: data_o = data_i << 3;
           4'b0100: data_o = data_i << 4;
           4'b0101: data_o = data_i << 5;
           4'b0110: data_o = data_i << 6;
           4'b0111: data_o = data_i << 7;
           4'b1000: data_o = data_i << 8;
           4'b1001: data_o = data_i << 9;
           4'b1010: data_o = data_i << 10;
           4'b1011: data_o = data_i << 11;
           4'b1100: data_o = data_i << 12;
           4'b1101: data_o = data_i << 13;
           4'b1110: data_o = data_i << 14;
           default: data_o = data_i << 15;
        endcase
endmodule
module PP_add(
    input [1:0] sign_factor,
    input [16:0] PP_2,
    input [14:0] PP_1,
    input [27:0] PP_0,
    output [31:0] p
    );
    wire [2:0] E_MSB;
    assign E_MSB[0] = ~ PP_0[27];
    assign E_MSB[1] = ~ PP_1[14];
    assign E_MSB[2] = ~ PP_2[16];
    wire [15:0] sum00_FA;
    wire [15:0] carry00_FA;
    wire [15:0] tmp001_FA;
    wire [15:0] tmp002_FA;
    wire [15:0] tmp003_FA;
    assign tmp001_FA = {E_MSB[0],PP_0[27],PP_0[27:14]};
    assign tmp002_FA = {E_MSB[1],PP_1};
    assign tmp003_FA = {PP_2[15:0]};
    genvar i001;
    generate
        for (i001 = 0; i001 < 16; i001 = i001 + 1)
            begin : pp_fad00
            FAd pp_fad(tmp001_FA[i001],tmp002_FA[i001], tmp003_FA[i001], carry00_FA[i001],sum00_FA[i001]);
            end
    endgenerate
    wire sum00_HA, carry00_HA;
    assign carry00_HA = PP_2[16];  
    assign sum00_HA = E_MSB[2];  
    wire [31:0] tmp1_add;
    wire [31:0] tmp2_add;
    assign tmp1_add = {E_MSB[2],sum00_HA,sum00_FA,PP_0[13:0]};
    assign tmp2_add = {carry00_HA,carry00_FA,sign_factor[1],{14{sign_factor[0]}}};
    assign p = tmp1_add + tmp2_add;
endmodule
module FAd(a,b,c,cy,sm);
	input a,b,c;
	output cy,sm;
	wire x,y,z;
	xor x1(x,a,b);
	xor x2(sm,x,c);
	and a1(y,a,b);
	and a2(z,x,c);
	or o1(cy,y,z);
endmodule 
`timescale 1ns / 10ps
module mult_top(
    input clk,
    input  [15:0] x,
    input  [15:0] y,
    output reg [31:0] p_out
    );
    wire [31:0] P_vec;
    reg [15:0] X_vec;
    reg [15:0] Y_vec;
    ELM_Mitchw6 mult(X_vec,Y_vec,P_vec); 
    always @(posedge clk) 
    begin
        p_out = P_vec;
        X_vec = x;
        Y_vec = y;
    end
endmodule 
==> run.sh <==
#!/bin/bash
# OpenROAD 26Q1-2900-gdf79404cd8, Yosys 0.63+post, stock flow scripts
make -C /OpenROAD-flow-scripts/flow DESIGN_CONFIG=/design/flow/config.mk WORK_HOME=/design/flow/orfs finish
==> config.mk <==
export PLATFORM = sky130hd
export DESIGN_NAME = mult_top
export DESIGN_NICKNAME = mult_top
export VERILOG_FILES = /design/flow/design.v
export SDC_FILE = /design/flow/constraint.sdc
export NUM_CORES = 4
export LEC_CHECK = 1
export CORE_UTILIZATION = 30
==> constraint.sdc <==
current_design mult_top

set clk_period 12.0
set clk_io_pct 0.2

create_clock -name clk0 -period $clk_period [get_ports {clk}]

set non_clock_inputs [all_inputs -no_clocks]
set_input_delay [expr $clk_period * $clk_io_pct] -clock clk0 $non_clock_inputs
set_output_delay [expr $clk_period * $clk_io_pct] -clock clk0 [all_outputs]
==> impl_metrics.json <==
{
  "post_cts_resized": 0,
  "post_drt_via_cell_ratio": 5.655,
  "max_fo_critical_path": 23,
  "power_density_nw_per_um2": 182.2,
  "tritoncts": "yes",
  "ys_seq_elements": 64,
  "synth-async-reset-ratio_pct": 0,
  "setup_viol": 0,
  "gr-usage-all-layers_pct": 17.81,
  "die.size.y_um": 168.2,
  "drt-total-wl_mm": 25.05,
  "top_area_cell": "sky130_fd_sc_hd__dfxtp_1",
  "lay_top_count": "sky130_fd_sc_hd__nor2_1",
  "ys_top_cells_by_area": "sky130_fd_sc_hd__dfxtp_1 15%, sky130_fd_sc_hd__xnor2_1 6.2%, sky130_fd_sc_hd__ha_1 6.0%",
  "initial_antenna_violation_count": 0,
  "critPathCaptureType": "flip-flop",
  "ant_nets": 0,
  "worst_hold_slack_ps": 1133,
  "yosysWarnings": 2,
  "cts.path.max_buffers": 2,
  "fin_cells": 1494,
  "fin_skew_ps": 14.35,
  "clock-sinks": 64,
  "path_delay_family": "AND-OR/OR-AND gates",
  "detail_route.iter0.violations": 727,
  "inst_count_dp": 1478,
  "post-place-ws_ps": 3825,
  "irDropWorstVdd_uv": 80.14,
  "power.static_leakage_nw": 3.512,
  "final.period_utilization_pct": 69.31,
  "synth_chip_area_um2": 8288,
  "wp_data_required_ps": 12230,
  "area_growth_syn_to_layout_pct": 12.88,
  "clk_pin_slew_worst_paths_ps": 60,
  "period_needed_ps": 8318,
  "path_class": "flip-flop to flip-flop",
  "maxSlewViolCount": 0,
  "status": "completed",
  "hold_path.class": "flip-flop to flip-flop",
  "global_route_wire_length_before_repair_mm": 40.33,
  "slew_headroom_pct": 41.52,
  "io_pins": 65,
  "cp_data_arrival_time_ps": 8550,
  "worst_slack_ps": 3682,
  "fmax_mhz": 120.2,
  "cts_made_buffers": 9,
  "detailed_place_hpwl_mm": 19.13,
  "netlist_area_um2": 8288,
  "place_congestion": 0.9537,
  "critPathLaunchType": "flip-flop",
  "most_prevalent_standard_cell_on_the_critical_path": "sky130_fd_sc_hd__a31oi_1",
  "cp_slowest_stage_delay_ps": 780,
  "clock-root-buffer": "sky130_fd_sc_hd__clkbuf_16",
  "row_count": 60,
  "syn-mean-instance-area_um2": 7.201,
  "postcts_setup_bufs": 0,
  "die_width_um": 168.2,
  "clock_insertion_delay_at_the_later_pin_of_the_skew_report_ps": 350,
  "detailroute.via_count": 8448,
  "most_used_cells_in_the_layout_excluding_fill_and_tap_cells": "129 x sky130_fd_sc_hd__nor2_1, 87 x sky130_fd_sc_hd__a21oi_1, 78 x sky130_fd_sc_hd__nand2_1",
  "fillers": 2833,
  "design.die.area_um2": 28290,
  "postSynthCellCount": 1151,
  "first_global_vias": 7378,
  "post_synth_num_cell_types": 87,
  "n_antenna_cell": 0,
  "layout.core_utilization_pct": 34.62,
  "portBuffers": 64,
  "synth.top_cell.area_share_pct": 15.46,
  "core_area_um2": 27030,
  "synth.yosys.seq_area_share_pct": 15.46,
  "synth_top_flop_cell": "sky130_fd_sc_hd__dfxtp_1",
  "remaining_drc_errors": 0,
  "max_cap_violations": 0,
  "htree_num_levels": 3,
  "detail_route.first_pass.iterations": 9,
  "pin_count_of_the_biggest_net_entering_global_routing": 52,
  "grt-ovfl-total": 0,
  "share_of_post_route_cells_with_drive_strength_above_1_pct": 5.291,
  "edf_count": 0,
  "final_total_negative_setup_slack_ps": 0,
  "setup_repair_after_global_routing_missed_its_margin": "false",
  "wire_per_inst_um": 16.77,
  "yosys_cells": 1151,
  "worst-path-buf-inv": 0,
  "critical_path.slowest_cell": "sky130_fd_sc_hd__dfxtp_1",
  "floorplan_utilization_pct": 30.67,
  "number_of_hold_repair_buffers_added_at_the_cts_stage": 0,
  "final_hold_viol_count": 0,
  "tightestPinTransition_ps": 871.3,
  "tool_warnings": 25
}
[report_power, final]
part | internal, mW | switching (mW) | leakage (nW)
Sequential | 0.277 | 0.0359 | 0.540
Clock | 0.160 | 0.0979 | 0.140
Combinational | 0.492 | 0.642 | 2.83
[logic make-up after synthesis]
family | after synthesis | synth area share [%]
XOR/XNOR | 70 | 7.397
AND-OR/OR-AND | 394 | 32.85
flip-flops | 64 | 15.46
buffers and inverters | 154 | 7.518
adder cells (fa/ha/maj) | 58 | 10.39
multiplexers | 32 | 3.925
AND/OR/NAND/NOR | 379 | 22.46
[worst reg2reg max path, cell delays in order (launching register included)]
cell and delay (ps):
sky130_fd_sc_hd__dfxtp_1 780, sky130_fd_sc_hd__nor4_2 160, sky130_fd_sc_hd__mux2i_1 600, sky130_fd_sc_hd__o221ai_1 230
sky130_fd_sc_hd__a221o_1 300, sky130_fd_sc_hd__a221oi_1 370, sky130_fd_sc_hd__nor2b_1 230, sky130_fd_sc_hd__o32ai_1 140
sky130_fd_sc_hd__ha_1 330, sky130_fd_sc_hd__a211oi_1 350, sky130_fd_sc_hd__o21ai_0 150, sky130_fd_sc_hd__o2111a_2 210
sky130_fd_sc_hd__o21ai_1 690, sky130_fd_sc_hd__a31oi_1 240, sky130_fd_sc_hd__a211oi_1 680, sky130_fd_sc_hd__nor4_1 110
sky130_fd_sc_hd__nor3_1 350, sky130_fd_sc_hd__ha_1 210, sky130_fd_sc_hd__a21oi_1 50, sky130_fd_sc_hd__nand4b_1 220
sky130_fd_sc_hd__a211o_1 300, sky130_fd_sc_hd__a21boi_0 590, sky130_fd_sc_hd__a31oi_1 280, sky130_fd_sc_hd__nand4b_1 180
sky130_fd_sc_hd__a31oi_1 140, sky130_fd_sc_hd__o31a_1 310
[layer usage]
metal | vias up | GRT usage, % | share of wire [%]
li1 | 4245 | - | -
met1 | 3837 | 27.35 | 49
met2 | 317 | 26.97 | 43
met3 | 49 | 2.322 | 5.6
met4 | 0 | 3.281 | 2.6
met5 | - | 0 | 0
[Yosys cell counts (all sizes together) (5+ instances only)]
cell type,count
o221a,5
a221oi,14
o21ai,71
a22oi,6
and2,10
buf,19
or3,8
xnor2,59
nand3,34
a21o,15
o21a,13
o22ai,15
nand4,8
nand2b,11
nor3,32
dfxtp,64
ha,40
a311oi,6
nor2b,19
nor2,130
o2111ai,8
a21boi,11
fa,18
a221o,6
xor2,11
a31oi,19
nand2,80
mux2i,28
nor4,17
a211oi,43
o211ai,9
inv,60
a21oi,88
o31ai,11
nand3b,5
o221ai,14
and3,7
clkbuf,74
or4,5
[area by class of cell]
cell class,count,area (um2),area share [%]
clock buffers,12,236.5,2.528
clock inverters,4,45.04,0.4815
inverters,61,229.0,2.448
multi-input cells,933,6384,68.24
flip-flops and latches,64,1281,13.70
well taps,341,426.7,4.561
repair buffers,79,753.2,8.051
[registers in the layout, summed over array words and instances, names as in the netlist]
signal and flops:
X_vec 16, Y_vec 16, p_out 32
[worst paths after layout]
path / from / slack (ps) / cells after the start / to
setup / recovery: Y_vec[12] / 3680 / 25 / p_out[31]
hold / removal: Y_vec[14] / 1130 / 3 / p_out[0]
hold reg to reg: Y_vec[14] / 1130 / 3 / p_out[0]
setup reg to reg: Y_vec[12] / 3680 / 25 / p_out[31]
[per-stage QoR]
step,instance area (um2),power (mW)
after floorplan,8288,1.119
after global placement,9074,1.442
after detailed placement,9074,1.437
after CTS,9355,1.707
after global routing,9355,1.855
final,9355,1.704
Power figures rest on the tool's default switching activity, not on a simulated workload.
